File: flow/config.mk
export PLATFORM = sky130hd
export DESIGN_NAME = dpram_2048x8
export DESIGN_NICKNAME = dpram_2048x8
export VERILOG_FILES = /design/flow/design.v
export SDC_FILE = /design/flow/constraint.sdc
export NUM_CORES = 4
export LEC_CHECK = 1
export CORE_UTILIZATION = 50
export SYNTH_MEMORY_MAX_BITS = 65536
File: flow/constraint.sdc
current_design dpram_2048x8

set clk_period 61.7
set clk_io_pct 0.2

create_clock -name clk0 -period $clk_period [get_ports {clk}]

set non_clock_inputs [all_inputs -no_clocks]
set_input_delay [expr $clk_period * $clk_io_pct] -clock clk0 $non_clock_inputs
set_output_delay [expr $clk_period * $clk_io_pct] -clock clk0 [all_outputs]
File: flow/design.v
module dpram_2048x8 (
  input clk,
  input wen,
  input ren,
  input[0:10] waddr,
  input[0:10] raddr,
  input[0:7] data_in,
  output[0:7] data_out );
    dpram_2048x8_core memory_0 (
      .wclk    (clk),
      .wen    (wen),
      .waddr    (waddr),
      .data_in  (data_in),
      .rclk    (clk),
      .ren    (ren),
      .raddr    (raddr),
      .data_out    (data_out) );
endmodule
module dpram_2048x8_core (
  input wclk,
  input wen,
  input[0:10] waddr,
  input[0:7] data_in,
  input rclk,
  input ren,
  input[0:10] raddr,
  output[0:7] data_out );
  reg[0:7] ram[0:2047];
  reg[0:7] internal;
  assign data_out = internal;
  always @(posedge wclk) begin
    if(wen) begin
      ram[waddr] <= data_in;
    end
  end
  always @(posedge rclk) begin
    if(ren) begin
      internal <= ram[raddr];
    end
  end
endmodule
File: flow/run.sh
#!/bin/bash
# OpenROAD 26Q1-2900-gdf79404cd8, Yosys 0.63+post, stock flow scripts
make -C /OpenROAD-flow-scripts/flow DESIGN_CONFIG=/design/flow/config.mk WORK_HOME=/design/flow/orfs finish
==> job_summary.md <==
## PnR job results

| Metric | Value |
|---|---|
| Leakage | around 230 nW |
| DRT iter0 DRCs | 24700 |
| Violated checks | capacitance limit, slew limit |
| Tool Warnings | around 110 |
| Routed length on met3 | between 400000 and 500000 um |
| Sw Ratio | 0.216 |
| Max Cap Viol | 3 |
| Top sig layer | met5 |
| Crit path kind | in -> reg |
| Vias in the first global route | 359000 |
| Slew headroom | -0.215 |
| # fillers | about 93000 |
| Chip Width | about 1100 um |
| Max Root-Sink Buffers | 6 |
| Drt drc | 0 |
| Final Util | 0.563 |
| Final Hold Vio Count | 0 |
| H-Tree Depth | 7 |
| Cells after Synth | roughly 33000 |
| #FFs+latches synth | 16400 |
| Crit path top cell by count | buf_4 |
| Wire length per cell | a little under 40 um |
| Cts bufs inserted | 1723 |
| HP Class | reg -> reg |
| Final setup vio count | 0 |
| Internal power | about 18 mW |
| Post-route cell area | between 0.7 and 0.8 mm^2 |
| Metal-1 WL | between 500000 and 600000 um |
| Post-route ant nets | 0 |
| Post-layout period usage | 0.344 |
| Length of the first detailed-routing pass in iterations | 9 |
| Seq pwr share | 0.523 |
| GR Overflow Total | 0 |
| Critical path required time | 62.90 ns |
| RSZ-0062 raised after global routing | false |
| Core region area | about 1.3 mm^2 |
| Avg Inst Size Synth | approximately 20 um^2 |
| Switching power | between 5 and 6 mW |
| Hold_ws | about 1.3 ns |
| Post-CTS Hold Buffers | 0 |
| F_max | 47.2 MHz |
| Yosys Warn Count | 1 |
| Post-synth area from yosys stat | 0.642 mm^2 |
| Pwr/cell area | 32.5 mW/mm^2 |
| Post-synth cell types | between 80 and 90 |
| Via count | between 300k and 400k |
| CTS-repair resized insts | 0 |
| Num rows | between 400 and 500 |
| Post-synth ARST share | 0 |
| Clk root buf | clkbuf_16 |
| Die area | approximately 1.3 mm^2 |
| CTS tree | built |
| Setup bufs post-CTS | 0 |
| CP Launch Type | input port |
| Element type at the critical path end | flop |
| Area after DPL | approximately 0.67 mm^2 |
| First-pass GRT wire length | between 2000000 and 3000000 um |
| EDFF count, synth | ~16000 |
| Worst Skew | 0.119 ns |
| Critical path fanouts, max | 73 |
| Port Buf Inserts | roughly 40 |
| Proportion of layout cells with a drive suffix above 1 | 0.192 |
| Post-synth seq share | 0.767 |
| Late-Pin Clk Latency | approximately 1.4 ns |
| GP Congestion | approximately 0.95 |
| Worst vdd ir | approximately 0.029 mV |
| Status | finished, violations left |
| Data arrival, critical path | 22.40 ns |
| Post-DP HPWL | 1320000 um |
| Clock power share | 0.425 |
| Sequence of cells on the critical path | buf_16 > buf_4 > buf_4 > buf_4 > buf_4 > buf_4 > buf_4 > buf_4 > buf_4 > buf_4 > buf_4 > buf_4 > mux4_2 > o21ai_0 > a21oi_1 > nor3_1 > or4_1 > nor4b_2 > buf_4 > nand4_1 > a311oi_1 |
| Largest net degree at the start of global routing | between 100 and 150 |
| Slowest stage delay, CP | around 0.72 ns |
| Total power | about 23 mW |
| Starting Density | 0.502 |
| Vias/cell | between 6 and 7 |
| Worst-margin pin slew | 1.81 ns |
| Synth Cell Area | 0.642 mm^2 |
| # Cells Yosys | between 30000 and 40000 |
| TNS Setup | 0 ns |
| Commonest flop | edfxtp_1 |
| Post-layout min period | approximately 21 ns |
| Clock transition at path regs | 0.06 ns |
| Combinational share of power | 0.052 |
| Initial antenna violation count | approximately 240 |
| Overall global routing resource usage | 0.361 |
| Routed WL | 2070000 um |
| Area growth syn-to-layout | 12.2% |
| I/O pin count | around 41 |
| Met2 wire length | approximately 910000 um |
| Die height | 1140 um |
| Final slew viol count | 33 |
| Slowest-stage cell, CP | or4_1 |
| Total clock sinks | 16400 |
[critical path: cells and delay by family]
family	cells	cell delay, ns
multiplexers	1	0.32
AND/OR/NAND/NOR	4	1.66
buffers and inverters	13	7.20
AND-OR/OR-AND	3	0.53
[layout make-up]
class | instances | area [um^2] | area share
antenna | 451 | 1130 | 0.00157
clock buffer | 2101 | 44900 | 0.0624
clock inverter | 931 | 8290 | 0.0115
inverter | 7 | 48.8 | 0.0000677
multi-input combinational | 14200 | 137000 | 0.191
sequential | 16400 | 492000 | 0.683
tap | 17100 | 21400 | 0.0297
timing repair buffer | 1836 | 14800 | 0.0206
[state kept, by name (all words and copies together) (netlist names)]
| name | flops |
|---|---|
| memory_0.ram | 16384 |
| memory_0.internal | 8 |
[power groups by stage]
| stage | clock network [mW] | registers, mW | logic, mW |
|---|---|---|---|
| 4_1_cts | 10.0 | 12.3 | 1.21 |
| 5_1_grt | 10.4 | 12.3 | 1.28 |
| 6_report | 9.95 | 12.3 | 1.23 |
[path summary, 6_finish.rpt]
| check | slack, ns | from | end | cells past startpoint |
|---|---|---|---|---|
| worst max-delay path | 40.50 | raddr[10] | memory_0.internal[0] | 21 |
| worst min-delay path | 1.33 | memory_0.ram[1144][1] | memory_0.internal[6] | 6 |
| worst max register to register | 56.90 | memory_0.ram[911][4] | memory_0.internal[3] | 11 |
| worst min register to register | 1.33 | memory_0.ram[1144][1] | memory_0.internal[6] | 6 |
[through the flow]
| step | setup slack (ns) | std cells |
|---|---|---|
| 3_3_place_gp | 39.24 | 49500 |
| 5_1_grt | 40.01 | 52700 |
| 3_5_place_dp | 39.12 | 49500 |
| 2_1_floorplan | 46.57 | 32800 |
| 6_report | 40.50 | 53000 |
| 4_1_cts | 40.60 | 52500 |
[cells in the mapped netlist (26+ instances only)]
| library cell | count | area [um^2] |
|---|---|---|
| buf_2 | 256 | 1280 |
| or3_1 | 33 | 206 |
| o21a_1 | 52 | 390 |
| mux4_1 | 30 | 788 |
| buf_8 | 109 | 1640 |
| nor2_1 | 2520 | 9460 |
| o22ai_1 | 928 | 5810 |
| a211oi_1 | 125 | 938 |
| a31oi_1 | 186 | 1160 |
| edfxtp_1 | 16400 | 492000 |
| o21ai_0 | 488 | 2440 |
| a22oi_1 | 71 | 533 |
| mux2_2 | 75 | 845 |
| a2111oi_0 | 114 | 998 |
| nor3_1 | 393 | 1970 |
| and3_1 | 28 | 175 |
| o311ai_0 | 29 | 254 |
| and2_1 | 45 | 282 |
| nand2_1 | 551 | 2070 |
| nor4_1 | 107 | 669 |
| buf_6 | 361 | 4070 |
| a221oi_1 | 55 | 482 |
| a21o_1 | 26 | 195 |
| mux4_2 | 2399 | 54000 |
| a21oi_1 | 779 | 3900 |
| nand3_1 | 156 | 781 |
| o211ai_1 | 32 | 240 |
| o221ai_1 | 1123 | 9840 |
| buf_1 | 244 | 916 |
| nand4_1 | 64 | 400 |
| buf_4 | 220 | 1650 |
| mux2i_1 | 3391 | 33900 |
| clkbuf_1 | 1022 | 3840 |
[layer usage]
metal  vias up  GRT usage
met5         -     0.0637
met3      4371      0.317
li1     139000          -
met2     24000      0.474
met4       317      0.182
met1    170000      0.412
[cells by family (layout without fill, tap and decap cells)]
logic type | count (synthesis) | after routing | synth area share
buffers and inverters | 2236 | 4875 | 0.0214
AND-OR/OR-AND | 4253 | 4253 | 0.0458
multiplexers | 5895 | 5895 | 0.140
other | 0 | 451 | 0
AND/OR/NAND/NOR | 4023 | 4023 | 0.0264
flip-flops | 16400 | 16400 | 0.767
[cell usage in the layout (no fill, tap or decap), drive strengths merged, types with 115 or more instances in the layout]
cell type / count
a31oi: 186
buf: 1817
clkbuf: 2101
edfxtp: 16400
a211oi: 126
nor3: 393
clkinv: 721
o22ai: 928
diode: 451
mux4: 2429
bufinv: 151
a21oi: 779
nand3: 156
a2111oi: 115
o21ai: 490
o221ai: 1128
nand2: 552
nor2: 2520
mux2i: 3391
No activity file was given, so power comes from the tool's default toggle rates.
