===== /design/flow/run.sh =====
#!/bin/bash
# OpenROAD 26Q1-2900-gdf79404cd8, Yosys 0.63+post, stock flow scripts
make -C /OpenROAD-flow-scripts/flow DESIGN_CONFIG=/design/flow/config.mk WORK_HOME=/design/flow/orfs finish

===== /design/flow/config.mk =====
export PLATFORM = sky130hd
export DESIGN_NAME = frac_mult_36x36
export DESIGN_NICKNAME = frac_mult_36x36
export VERILOG_FILES = /design/flow/design.v
export SDC_FILE = /design/flow/constraint.sdc
export NUM_CORES = 4
export LEC_CHECK = 1
export CORE_UTILIZATION = 50

===== /design/flow/constraint.sdc =====
current_design frac_mult_36x36

set clk_period 38.5
set clk_io_pct 0.2

create_clock -name clk0 -period $clk_period

set non_clock_inputs [all_inputs -no_clocks]
set_input_delay [expr $clk_period * $clk_io_pct] -clock clk0 $non_clock_inputs
set_output_delay [expr $clk_period * $clk_io_pct] -clock clk0 [all_outputs]

===== /design/flow/design.v =====
module frac_mult_36x36 
(
	input   wire [0:35] a,
	input   wire [0:35] b,
	output  wire [0:71] out,
  input   wire [0:1]  mode  
);
wire [0:35] mult_ll_out;
wire [0:35] mult_lh_out;
wire [0:35] mult_hl_out;
wire [0:35] mult_hh_out;
wire [0:36] sub_result1;  
wire [0:35] sub_result2;
wire [0:71] result;
  assign sub_result1 = mult_lh_out + mult_hl_out + {18'd0, mult_ll_out[0:17]};
  assign sub_result2 = mult_hh_out + {17'd0, sub_result1[0:18]};
  assign result[54:71]   = mult_ll_out[18:35];
  assign result[36:53]  = sub_result1[19:36];
  assign result[0:35]  = sub_result2;
  assign out[36:71] = (mode[0] == 1'b1) ? mult_ll_out : result[36:71];
  assign out[0:35]  = (mode[0] == 1'b1) ? mult_hh_out : result[0:35];                              
  frac_mult_18x18 mult_ll (.a(a[18:35]), .b(b[18:35]), .out(mult_ll_out), .mode(mode[1]) );  
  frac_mult_18x18 mult_lh (.a(a[18:35]), .b(b[0:17]), .out(mult_lh_out), .mode(1'b0) );  
  frac_mult_18x18 mult_hl (.a(a[0:17]), .b(b[18:35]), .out(mult_hl_out), .mode(1'b0) );  
  frac_mult_18x18 mult_hh (.a(a[0:17]), .b(b[0:17]),  .out(mult_hh_out), .mode(mode[1]));  
endmodule
module frac_mult_18x18
(
	input   wire [0:17] a,
	input   wire [0:17] b,
	output  wire [0:35] out,
  input   wire [0:0]  mode  
);
wire [0:17] mult_ll_out;
wire [0:17] mult_lh_out;
wire [0:17] mult_hl_out;
wire [0:17] mult_hh_out;
wire [0:18] sub_result1;   
wire [0:17] sub_result2;
wire [0:35] result;
  assign sub_result1 = mult_lh_out + mult_hl_out + {9'd0, mult_ll_out[0:8]};
  assign sub_result2 = mult_hh_out + {8'd0, sub_result1[0:9]};
  assign result[27:35] = mult_ll_out[9:17];
  assign result[18:26] = sub_result1[10:18];
  assign result[0:17]  = sub_result2;
  assign out[18:35] = (mode == 1'b1) ? mult_ll_out : result[18:35];
  assign out[0:17]  = (mode == 1'b1) ? mult_hh_out : result[0:17];
  multiplier #(9) mult_ll (.a(a[9:17]), .b(b[9:17]), .out(mult_ll_out) );  
  multiplier #(9) mult_lh (.a(a[9:17]), .b(b[0:8]), .out(mult_lh_out) );  
  multiplier #(9) mult_hl (.a(a[0:8]), .b(b[9:17]), .out(mult_hl_out) );  
  multiplier #(9) mult_hh (.a(a[0:8]), .b(b[0:8]), .out(mult_hh_out) );  
endmodule
module multiplier
#( parameter WIDTH = 9 )
(
	input   wire [0:WIDTH-1] a,
	input   wire [0:WIDTH-1] b,
	output  wire [0:2*WIDTH-1] out 
);
  assign  out = a * b;
endmodule

==> impl_metrics.toml <==
# generated from flow reports
[logic_synthesis]
ys_sh_adder_pct = 58.63
synthCells = 5878
synth.yosys.num_cells = 5878
mux_area_share_pct = 0.5622
logic_family = "adder cells"
synthAoiAreaFrac_pct = 7.230
xor_area_share_pct = 4.274
netlist.area_leader.share_pct = 39.81
topCellsByArea = "fa_1, ha_1, inv_1"
yosys-top-cells-count = "inv_1, fa_1, nand2_1, ha_1, and2_1"
largest_area_cell = "fa_1"
ys_warn_count = 0
synth.avg_cell_area_um2 = 8.368
synthSimpleGateAreaFrac_pct = 17.29
post-synth-top-count-cell = "inv_1"
ys_types = 74
ys_seq_share_pct = 0
ys_area_um2 = 49190
syn_area_um2 = 49190

[detailed_routing]
wl_per_cell_um = 18.21
route.detailed.drc = 0
dr.pass1.iters = 18
via_per_inst = 5.240
wirelength_um = 129400
drt_iter0_markers = 1405
dr_total_vias = 37230
antenna_left = 0

[sta]
finalCritPeriodShare_pct = 84.63
max_freq_mhz = 30.69
min_period_ns = 32.58
setup_tns_ns = 0
setup_viol = 0
rsz0062_at_grt = "no"
tightest_slew_ns = 0.9264
slew_viol_final = 0
slew_headroom_pct = 37.59
hold_violations = 0

[critical_path]
cpMaxStageDelayCell = "a41oi_1"
crit_type = "input port to output pin"
startpoint_type = "input port"
cp.required_ns = 30.80
worst_path_most_repeated_cell = "fa_1"
end_kind = "output pin"
cp_max_fo = 36
critPathLaunch = "a[30]"
max_stage_delay_ns = 0.56
crit_end = "out[0]"
worstPathArrival_ns = 24.88

[grt]
grt_util_all_layers_pct = 29.06
grt_pass1_vias = 38440
grt_pass1_wl_um = 211100
gr-total-overflow = 0
grt_use_met1_pct = 41.32
busiest_layer = "met2"
use_met2_pct = 47.16
grtUsageMet3_pct = 7.517
grt_max_degree = 53
antenna_found_initial = 4

[final_layout]
flops = 0
regArea_um2 = 0
area.growth.synth_to_final_pct = 5.388
post-route-util_pct = 53.36
clockBufferCount = 0
drive_gt1_share_pct = 2.523

[placement]
dp_hpwl_um = 102300
io_buffers = 146
gp_congestion = 0.9279

[cts]
postCtsSetupBuffers = 0
postCtsHoldBufs = 0
post_cts_resized = 0

[run_status]
status = "completed"

[floorplanning]
chip_area_um2 = 99630
design.core.area_um2 = 97140
rows = 114
initCoreUtil_pct = 50.64
ios = 146
die_h_um = 315.6
die_width_um = 315.6

[power]
ir_drop_mv = 2.996
swShare_pct = 52.95
power_density_nw_per_um2 = 619.2
p_switching_mw = 16.99
power.leakage_nw = 27.47
p_int_mw = 15.10

[min_path]
hold_path.class = "input port to output pin"

[flow_run]
cap_violations = 0
tool_warnings = 40
-- kinds of logic after synthesis --
group                      after synthesis
buffers and inverters                 1575
xor gates and xnor gates               240
muxes                                   25
AOI/OAI and AO/OA                      539
and+or+nand+nor                       1781
adders and majority gates             1718
-- critical path: cells and delay by family --
family                   cells  cell delay [ns]
AND/OR/NAND/NOR              7             0.95
XOR/XNOR                     4             0.67
buffers and inverters       11             2.03
AND-OR/OR-AND               32             7.60
adder cells (fa/ha/maj)     14             5.83
-- how the worst min path moves through the flow --
stage | startpoint | endpoint | slack [ns] | depth (start not counted)
4_1_cts | mode[0] | out[14] | 16.23 | 6
5_1_grt | mode[0] | out[14] | 16.26 | 6
6_report | mode[0] | out[14] | 16.21 | 6
-- layout by cell type, fill, tap and decap left out, drive strengths merged, types with 13 or more instances in the layout --
| master | n |
|---|---|
| o31ai | 17 |
| o21a | 14 |
| a21oi | 137 |
| xnor2 | 159 |
| o21ai | 118 |
| a21o | 62 |
| nand2 | 913 |
| xor2 | 81 |
| nand3 | 60 |
| and2 | 507 |
| fa | 978 |
| nor2b | 21 |
| o21bai | 43 |
| mux2 | 21 |
| nor4 | 13 |
| nor2 | 124 |
| nand2b | 15 |
| o211ai | 19 |
| clkdlybuf4s50 | 141 |
| inv | 1285 |
| and3 | 27 |
| nor3 | 53 |
| buf | 98 |
| ha | 740 |
| a211oi | 26 |
-- layout make-up --
class	count	area, µm²
diodes	2	5.005
well taps	1276	1597
fillers	9090	45300
inverters	1285	4823
multi-input cells	4303	43270
repair buffers	239	2137
-- power groups by stage --
stage         clock (mW)  combinational (mW)  sequential (mW)
CTS                    0                32.3                0
global route           0                35.8                0
-- metrics by stage --
step	hold slack [ns]	setup slack (ns)	cell area, µm²	total power, mW	cells
finish	16.21	5.916	51840	32.10	7105
global route	16.26	4.420	51830	35.78	7103
CTS	16.23	5.888	51830	32.34	7103
detailed placement	16.23	5.957	51830	32.06	7103
global placement	16.23	6.178	51830	32.09	7103
floorplan	15.59	8.787	49190	22.87	5878
-- per-layer routing --
| layer | up-vias | part of all wire [%] |
|---|---|---|
| met2 | 918 | 49 |
| met3 | 137 | 7.1 |
| met5 | - | 0.019 |
| li1 | 17770 | - |
| met1 | 18400 | 42 |
| met4 | 4 | 2.6 |
Power is estimated from default activity; no workload was simulated.
