## ./config.mk

```make
export PLATFORM = sky130hd
export DESIGN_NAME = dpram_1024x8
export DESIGN_NICKNAME = dpram_1024x8
export VERILOG_FILES = /design/flow/design.v
export SDC_FILE = /design/flow/constraint.sdc
export NUM_CORES = 4
export LEC_CHECK = 1
export CORE_UTILIZATION = 30
export SYNTH_MEMORY_MAX_BITS = 65536
```

## ./constraint.sdc

```tcl
current_design dpram_1024x8

set clk_period 30.6
set clk_io_pct 0.2

create_clock -name clk0 -period $clk_period [get_ports {clk}]

set non_clock_inputs [all_inputs -no_clocks]
set_input_delay [expr $clk_period * $clk_io_pct] -clock clk0 $non_clock_inputs
set_output_delay [expr $clk_period * $clk_io_pct] -clock clk0 [all_outputs]
```

## ./design.v

```verilog
module dpram_1024x8 (
  input clk,
  input wen,
  input ren,
  input[0:9] waddr,
  input[0:9] raddr,
  input[0:7] data_in,
  output[0:7] data_out );
    dpram_1024x8_core memory_0 (
      .wclk      (clk),
      .wen       (wen),
      .waddr     (waddr),
      .data_in   (data_in),
      .rclk      (clk),
      .ren       (ren),
      .raddr     (raddr),
      .data_out  (data_out) );
endmodule
module dpram_1024x8_core (
  input wclk,
  input wen,
  input [0:9] waddr,
  input [0:7] data_in,
  input rclk,
  input ren,
  input [0:9] raddr,
  output [0:7] data_out );
  reg[0:7] ram[0:1023];
  reg[0:7] internal;
  assign data_out = internal;
  always @(posedge wclk) begin
    if(wen) begin
      ram[waddr] <= data_in;
    end
  end
  always @(posedge rclk) begin
    if(ren) begin
      internal <= ram[raddr];
    end
  end
endmodule
```

## ./run.sh

```bash
#!/bin/bash
# OpenROAD 26Q1-2900-gdf79404cd8, Yosys 0.63+post, stock flow scripts
make -C /OpenROAD-flow-scripts/flow DESIGN_CONFIG=/design/flow/config.mk WORK_HOME=/design/flow/orfs finish
```

==> impl_metrics.env <==
# physical design summary
export IMPL_status="complete, no violations"
export IMPL_synthTopCellsByArea="edfxtp_1 (77%), mux4_2 (12%), mux2i_1 (2.6%)"
export IMPL_syn_avg_cell_area_um2=21.2
export IMPL_vias_per_cell=5.16
export IMPL_maxCapViolCount=0
export IMPL_arrival_ps=14780
export IMPL_die_width_um=1030
export IMPL_netlist_area_mm2=0.320
export IMPL_postLayoutCellArea_mm2=0.365
export IMPL_gp_congestion=0.918
export IMPL_rows=379
export IMPL_ys_warn_count=1
export IMPL_fin_tns_setup_ps=0
export IMPL_hold_buffers=0
export IMPL_flop_area_mm2=0.246
export IMPL_final_max_slew_viol_count=0
export IMPL_drc=0
export IMPL_pwr_density_cell_mw_per_mm2=63.4
export IMPL_area_growth_pct=14.0
export IMPL_cts_sinks=8200
export IMPL_peakVddDrop_v=0.0000521
export IMPL_start_kind="input pin"
export IMPL_hold_class="reg -> reg"
export IMPL_routedWlPerCell_um=31.1
export IMPL_post_route_util_pct=34.3
export IMPL_drive_above_1_share_pct=24.0
export IMPL_cp_max_fo=63
export IMPL_final_setup_viol_count=0
export IMPL_top_area_share_pct=76.9
export IMPL_cts_clk_slew_worst_paths_ps=60
export IMPL_dpl_cell_area_mm2=0.340
export IMPL_cts_tree="done"
export IMPL_dieArea_mm2=1.07
export IMPL_ys_cells=15100
export IMPL_cts_setup_buffers=0
export IMPL_first_pass_iters=18
export IMPL_num_io_pins=39
export IMPL_tool_warnings=51
export IMPL_syn_inst=15100
export IMPL_fmax_mhz=71.8
export IMPL_num_vias=159000
export IMPL_crit_path_end_kind="flop"
export IMPL_mi_logic_area_mm2=0.0678
export IMPL_skew_ps=113
export IMPL_fp_util_pct=30.1
export IMPL_postRouteAntennaNets=0
export IMPL_timing_final_crit_share_pct=45.5
export IMPL_edf_count=8200
export IMPL_period_needed_ps=13920
export IMPL_ys_area_mm2=0.320
export IMPL_grt_antenna_before_repair=92
export IMPL_clkLatencyLatePin_ps=1150
export IMPL_crit_type="in -> reg"
export IMPL_grt_max_degree=129
export IMPL_fillers=97500
export IMPL_cp_startpoint="raddr[9]"
export IMPL_flop_cell="edfxtp_1"
export IMPL_cts_resized=0
export IMPL_yosysTopAreaCell="edfxtp_1"
export IMPL_rsz0062_at_grt="false"
export IMPL_min_from="memory_0.ram[1020][1]$_DFFE_PP_"
export IMPL_most_common_cell="edfxtp_1"
export IMPL_synthArstFlopShare_pct=0
export IMPL_relSlewSlack_pct=10.6
export IMPL_synth_flops=8200
export IMPL_hpwl_um=610000
export IMPL_h_tree_depth=6
export IMPL_cts_buffers=796
export IMPL_synth_seq_area_share_pct=76.9
export IMPL_portBuffers=38
export IMPL_root_buffer="clkbuf_16"
export IMPL_common_cells="edfxtp_1 (8200), mux4_2 (1771), nor2_1 (1125), mux2i_1 (816), nand2_1 (384)"
export IMPL_core_mm2=1.06
export IMPL_grt_usage_pct=19.0
export IMPL_grt_ovfl_total=0
export IMPL_grt_pass1_vias=172000
export IMPL_timing_rr_start="memory_0.ram[541][6]$_DFFE_PP_"
export IMPL_clockBufferDepth=5
export IMPL_die_h_um=1030
export IMPL_crit_required_ps=31460
export IMPL_worst_pin_slew_ps=1330
export IMPL_drtIter0Drc=11100
export IMPL_hold_violations=0
export IMPL_grt_pass1_wl_um=1330000
export IMPL_p_leak_nw=112
export IMPL_ys_types=95
export IMPL_routed_wl_um=955000
-- through the flow --
step	hold WS, ps	total power, mW	instances	setup slack [ps]
after floorplan	917	13.2	15100	21770
after global placement	1210	13.8	29200	15310
after detailed placement	1150	13.8	29200	15400
after CTS	1140	23.3	30600	16560
after global routing	1200	23.7	30700	16010
final	1130	23.1	30700	16680
-- layout make-up --
| class | instances | area share, % |
|---|---|---|
| multi-input combinational | 5900 | 18.6 |
| clock inverter | 432 | 1.07 |
| antenna | 122 | 0.0837 |
| sequential | 8200 | 67.5 |
| timing repair buffer | 1004 | 2.20 |
| clock buffer | 973 | 5.71 |
| inverter | 7 | 0.0148 |
| tap | 14100 | 4.84 |
-- path summary, 6_finish.rpt --
check | end | slack, ps | cells after the start
worst min-delay path | memory_0.internal[6]$_DFFE_PP_ | 1130 | 6
worst min register to register | memory_0.internal[6]$_DFFE_PP_ | 1130 | 6
worst max register to register | memory_0.internal[1]$_DFFE_PP_ | 26540 | 8
worst max-delay path | memory_0.internal[1]$_DFFE_PP_ | 16680 | 15
-- flip-flops by register name, indices dropped and copies added (netlist names) --
name               flops
memory_0.ram        8192
memory_0.internal      8
-- metal layers --
metal / part of all wire, % / global-route usage [%] / up-vias
met5: 0.23 / 1.16 / -
met4: 5.7 / 8.23 / 114
met3: 19 / 16.9 / 1967
met2: 45 / 27.6 / 10800
met1: 29 / 18.8 / 80900
li1: - / - / 64900
-- cells by family after synthesis --
family	Yosys count	share of synthesized area, %
AND/OR/NAND/NOR	1947	2.57
AND-OR/OR-AND	1288	2.79
flip-flops	8200	76.9
buffers and inverters	987	2.14
multiplexers	2665	15.6
-- cells in the final DEF (no fill, tap or decap), types with 122 or more instances in the layout --
master,Yosys,routed
edfxtp_1,8200,8200
mux4_2,1771,1771
nor2_1,1125,1111
buf_4,165,942
mux2i_1,816,816
clkbuf_16,0,807
nand2_1,384,373
o22ai_1,270,270
o221ai_1,247,245
a21oi_1,229,229
clkinv_1,1,188
clkbuf_1,293,166
o21ai_0,136,127
clkinv_2,0,127
diode_2,0,122
-- critical path, cell delays in order --
cell,delay (ps)
buf_16,200
buf_4,560
buf_4,630
buf_4,580
buf_4,550
buf_4,640
buf_4,820
buf_12,510
buf_4,680
buf_12,450
mux4_1,610
mux4_2,490
o22ai_1,610
o41ai_1,270
a2111o_1,460
-- report_power, final --
group / total [mW] / internal (mW) / switching (mW) / leakage [nW]
clock network: 9.54 / 5.39 / 4.15 / 12.1
registers: 12.4 / 12.4 / 0.00663 / 73.7
logic: 1.23 / 0.381 / 0.846 / 26.2
total: 23.1 / 18.1 / 5.00 / 112
No activity file was given, so power comes from the tool's default toggle rates.
