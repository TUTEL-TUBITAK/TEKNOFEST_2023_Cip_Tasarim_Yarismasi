==> design.v <==
module dpram_512x32 (
	input clk,
	input wen,
	input ren,
	input[0:8] waddr,
	input[0:8] raddr,
	input[0:31] d_in,
	output[0:31] d_out );
		dpram_512x32_core memory_0 (
			.wclk		(clk),
			.wen		(wen),
			.waddr		(waddr),
			.data_in	(d_in),
			.rclk		(clk),
			.ren		(ren),
			.raddr		(raddr),
			.d_out		(d_out) );
endmodule
module dpram_512x32_core (
	input wclk,
	input wen,
	input[0:8] waddr,
	input[0:31] data_in,
	input rclk,
	input ren,
	input[0:8] raddr,
	output[0:31] d_out );
	reg[0:31] ram[0:511];
	reg[0:31] internal;
	assign d_out = internal;
	always @(posedge wclk) begin
		if(wen) begin
			ram[waddr] <= data_in;
		end
	end
	always @(posedge rclk) begin
		if(ren) begin
			internal <= ram[raddr];
		end
	end
endmodule
==> run.sh <==
#!/bin/bash
# OpenROAD 26Q1-2900-gdf79404cd8, Yosys 0.63+post, stock flow scripts
make -C /OpenROAD-flow-scripts/flow DESIGN_CONFIG=/design/flow/config.mk WORK_HOME=/design/flow/orfs finish
==> config.mk <==
export PLATFORM = sky130hd
export DESIGN_NAME = dpram_512x32
export DESIGN_NICKNAME = dpram_512x32
export VERILOG_FILES = /design/flow/design.v
export SDC_FILE = /design/flow/constraint.sdc
export NUM_CORES = 4
export LEC_CHECK = 1
export CORE_UTILIZATION = 40
export SYNTH_MEMORY_MAX_BITS = 65536
==> constraint.sdc <==
current_design dpram_512x32

set clk_period 48.8
set clk_io_pct 0.2

create_clock -name clk0 -period $clk_period [get_ports {clk}]

set non_clock_inputs [all_inputs -no_clocks]
set_input_delay [expr $clk_period * $clk_io_pct] -clock clk0 $non_clock_inputs
set_output_delay [expr $clk_period * $clk_io_pct] -clock clk0 [all_outputs]
==> flow_summary.html <==
<h3>Flow metrics</h3>
<table>
<tr><th>Metric</th><th>Value</th></tr>
<tr><th colspan="2">STA</th></tr>
<tr><td>Unrepaired setup endpoints after global routing</td><td>false</td></tr>
<tr><td>Post-route clock period utilization</td><td>0.378</td></tr>
<tr><td>Worst Skew</td><td>0.156 ns</td></tr>
<tr><td>Fmax</td><td>~54 MHz</td></tr>
<tr><td>Final slew viol count</td><td>36</td></tr>
<tr><td>Max-slew headroom at the worst pin</td><td>-0.249</td></tr>
<tr><td>Minimum hold slack</td><td>1.21 ns</td></tr>
<tr><td>Final critical delay including setup and external delays</td><td>about 18 ns</td></tr>
<tr><td>Pin slew with the least headroom to its limit</td><td>approximately 1.9 ns</td></tr>
<tr><td>Final-layout setup total negative slack</td><td>0 ns</td></tr>
<tr><td>Final setup violation count</td><td>0</td></tr>
<tr><td>Number of hold-slack violations in the final timing report</td><td>0</td></tr>
<tr><th colspan="2">Synth</th></tr>
<tr><td>Number of different library cells in the post-synthesis netlist</td><td>~87</td></tr>
<tr><td>Register area share after synthesis</td><td>0.777</td></tr>
<tr><td>Flip-flop and latch count after synthesis</td><td>roughly 16000</td></tr>
<tr><td>Chip area in the Yosys report</td><td>~630000 sq um</td></tr>
<tr><td>Flip-flops with a built-in enable</td><td>between 15000 and 20000</td></tr>
<tr><td># Cells Yosys</td><td>roughly 30000</td></tr>
<tr><td>Primary FF master, synth</td><td>sky130_fd_sc_hd__edfxtp_1</td></tr>
<tr><td>Post-synth ARST share</td><td>0</td></tr>
<tr><td>Max-area cell share</td><td>0.777</td></tr>
<tr><td>Library cell occupying the most area in the post-synthesis netlist</td><td>sky130_fd_sc_hd__edfxtp_1</td></tr>
<tr><td>Syn Inst Count</td><td>approximately 30000</td></tr>
<tr><td>Syn avg cell area</td><td>about 21 sq um</td></tr>
<tr><td>Synth warnings</td><td>1</td></tr>
<tr><td>Area contributors post-synth</td><td>sky130_fd_sc_hd__edfxtp_1 78%, sky130_fd_sc_hd__mux4_2 9.4%, sky130_fd_sc_hd__mux2i_1 4.7%</td></tr>
<tr><td>Netlist area before placement</td><td>roughly 630000 sq um</td></tr>
<tr><th colspan="2">Critical path</th></tr>
<tr><td>Register-to-Register Setup Slack</td><td>43.69 ns</td></tr>
<tr><td>Kind of launch point of the worst setup path</td><td>input pin</td></tr>
<tr><td>Dominant cell type by count on the critical path</td><td>sky130_fd_sc_hd__buf_4</td></tr>
<tr><td>Kind of critical path</td><td>in2reg</td></tr>
<tr><td>Endpoint required time on the critical path</td><td>50.00 ns</td></tr>
<tr><td>Worst path slowest cell</td><td>sky130_fd_sc_hd__nor4b_2</td></tr>
<tr><td>Reg2Reg Capture Point</td><td>memory_0.internal[27]</td></tr>
<tr><td>Number of cell instances on the worst register-to-register path</td><td>8</td></tr>
<tr><td>Crit path capture type</td><td>flop</td></tr>
<tr><td>Critical path peak fanout</td><td>70</td></tr>
<tr><td>Launch point of the worst reg-to-reg path</td><td>memory_0.ram[325][4]</td></tr>
<tr><td>Endpoint arrival time on the critical path</td><td>between 15 and 20 ns</td></tr>
<tr><td>Critical Path Max Stage Delay</td><td>between 0.9 and 1 ns</td></tr>
<tr><td>Critical path, cell by cell</td><td>buf_16 -&gt; buf_4 -&gt; buf_4 -&gt; buf_4 -&gt; buf_4 -&gt; buf_4 -&gt; buf_4 -&gt; buf_4 -&gt; buf_4 -&gt; buf_4 -&gt; buf_4 -&gt; mux2i_1 -&gt; o221ai_1 -&gt; o22ai_1 -&gt; nor3_1 -&gt; buf_4 -&gt; nor3_2 -&gt; nor4b_2 -&gt; and4bb_2</td></tr>
<tr><th colspan="2">Hold path</th></tr>
<tr><td>Worst hold path stage count</td><td>4</td></tr>
<tr><td>Worst hold endpoint</td><td>memory_0.internal[5]</td></tr>
<tr><td>Worst min path class</td><td>reg2reg</td></tr>
<tr><td>Hold path startpoint</td><td>memory_0.ram[62][26]</td></tr>
<tr><th colspan="2">CTS</th></tr>
<tr><td>Post-CTS sizing</td><td>0</td></tr>
<tr><td>Num Clock Sinks</td><td>16400</td></tr>
<tr><td>Clock buffer depth</td><td>6</td></tr>
<tr><td>Post-CTS setup buffer count</td><td>0</td></tr>
<tr><td>Post-CTS Hold Fix Bufs</td><td>0</td></tr>
<tr><td>Root buf cell</td><td>sky130_fd_sc_hd__clkbuf_16</td></tr>
<tr><td>Clock latency on the worst-skew pair</td><td>around 1.4 ns</td></tr>
<tr><td>Number of H-tree levels</td><td>7</td></tr>
<tr><td>TritonCTS clock tree</td><td>done</td></tr>
<tr><td>Number of buffers added by the clock tree synthesis step</td><td>1662</td></tr>
<tr><td>Clock-pin slew on the worst setup and hold paths</td><td>approximately 0.06 ns</td></tr>
<tr><th colspan="2">GRT</th></tr>
<tr><td>Number of antenna violations at the first check in global routing</td><td>approximately 230</td></tr>
<tr><td>Number of global-route vias before repair</td><td>between 300k and 400k</td></tr>
<tr><td>Total congestion overflow</td><td>0</td></tr>
<tr><td>Global routing usage summed across all routing layers</td><td>0.283</td></tr>
<tr><td>Pin count of the biggest net entering global routing</td><td>between 100 and 150</td></tr>
<tr><td>Wire length of the first global-routing pass</td><td>~2800000 um</td></tr>
<tr><th colspan="2">Route</th></tr>
<tr><td>Number of iterations in the first detailed-routing pass</td><td>6</td></tr>
<tr><td>Top routing layer in use</td><td>met5</td></tr>
<tr><td>Via-to-Cell Ratio</td><td>roughly 5.9</td></tr>
<tr><td>Met2 wire length</td><td>approximately 900000 um</td></tr>
<tr><td>Antenna viol nets, final</td><td>0</td></tr>
<tr><td>Routed metal-1 wire length</td><td>around 530000 um</td></tr>
<tr><td>Violation count after the first detailed-routing iteration</td><td>approximately 23000</td></tr>
<tr><td>Via count</td><td>between 300k and 400k</td></tr>
<tr><td>DRC violation count after routing</td><td>0</td></tr>
<tr><td>Detailed Route WL</td><td>2050000 um</td></tr>
<tr><td>Routed WL per cell</td><td>between 30 and 40 um</td></tr>
<tr><td>Routed length on met3</td><td>slightly below 500000 um</td></tr>
<tr><th colspan="2">Finish</th></tr>
<tr><td>Share of final-layout standard cells stronger than drive strength 1</td><td>0.231</td></tr>
<tr><td>Area Growth Syn to Fin</td><td>14.1%</td></tr>
<tr><td>Post-route design area</td><td>about 720000 sq um</td></tr>
<tr><td>Fill cell total of the finished layout</td><td>128000</td></tr>
<tr><td>Final design utilization</td><td>0.458</td></tr>
<tr><th colspan="2">Pwr</th></tr>
<tr><td>Peak supply drop</td><td>approximately 0.033 mV</td></tr>
<tr><td>Total power after layout</td><td>between 0.02 and 0.03 W</td></tr>
<tr><td>Power per cell area</td><td>between 40 and 50 nW/um^2</td></tr>
<tr><td>Static Leakage</td><td>~230 nW</td></tr>
<tr><th colspan="2">Floorplan</th></tr>
<tr><td>Die width</td><td>1260 um</td></tr>
<tr><td>Die Height</td><td>roughly 1300 um</td></tr>
<tr><td>Initial cell density of the core</td><td>0.401</td></tr>
<tr><td>Number of rows in the core area</td><td>about 460</td></tr>
<tr><td>Placeable core area</td><td>roughly 1600000 sq um</td></tr>
<tr><td>Total die size</td><td>about 1600000 sq um</td></tr>
<tr><td>I/O pin count</td><td>between 80 and 90</td></tr>
<tr><th colspan="2">Run status</th></tr>
<tr><td>Outcome</td><td>complete, but fails checks</td></tr>
<tr><td>Violations in the final reports</td><td>capacitance limit, slew limit</td></tr>
<tr><th colspan="2">Run</th></tr>
<tr><td>Count of tool warnings</td><td>roughly 47</td></tr>
<tr><td>Number of maximum-capacitance constraint violations</td><td>2</td></tr>
<tr><th colspan="2">Placement</th></tr>
<tr><td>Number of port buffers</td><td>roughly 84</td></tr>
<tr><td>Placed wire-length estimate</td><td>~1200000 um</td></tr>
<tr><td>Placed cell area</td><td>roughly 670000 sq um</td></tr>
<tr><td>Final Wtd Congestion</td><td>between 0.9 and 1</td></tr>
</table>
-- cells in the final DEF (no fill, tap or decap), types with 136 or more instances in the layout --
master / netlist / layout
sky130_fd_sc_hd__bufinv_16: 0 / 161
sky130_fd_sc_hd__edfxtp_1: 16400 / 16400
sky130_fd_sc_hd__mux2i_1: 3002 / 3002
sky130_fd_sc_hd__nand2_1: 508 / 450
sky130_fd_sc_hd__buf_4: 213 / 2001
sky130_fd_sc_hd__diode_2: 0 / 644
sky130_fd_sc_hd__nor2_4: 0 / 520
sky130_fd_sc_hd__nor3_1: 390 / 362
sky130_fd_sc_hd__o221ai_1: 952 / 952
sky130_fd_sc_hd__mux4_2: 2647 / 2647
sky130_fd_sc_hd__clkinv_2: 0 / 284
sky130_fd_sc_hd__a22oi_1: 138 / 136
sky130_fd_sc_hd__clkinv_1: 1 / 371
sky130_fd_sc_hd__a31oi_1: 169 / 168
sky130_fd_sc_hd__clkbuf_1: 654 / 328
sky130_fd_sc_hd__nor2_1: 1058 / 532
sky130_fd_sc_hd__clkbuf_16: 0 / 1680
sky130_fd_sc_hd__o22ai_1: 893 / 893
sky130_fd_sc_hd__o21ai_0: 418 / 385
sky130_fd_sc_hd__a21oi_1: 760 / 751
-- state kept, by name, indices dropped and copies added, names as in the netlist --
| name | count |
|---|---|
| memory_0.internal | 32 |
| memory_0.ram | 16384 |
-- where the power goes --
| part | internal [W] | leakage, nW | switching, W |
|---|---|---|---|
| Combinational | 0.000459 | 56.1 | 0.00111 |
| Clock | 0.00712 | 25.3 | 0.00523 |
| Sequential | 0.0155 | 148 | 0.0000204 |
| Total | 0.0231 | 229 | 0.00636 |
-- final cells by class --
type,instances,area [sq um],area share
Sequential cell,16400,493000,0.681
Multi-Input combinational cell,12100,134000,0.185
Clock buffer,2008,43300,0.0598
Tap cell,21100,26400,0.0365
Timing Repair Buffer,2123,16900,0.0233
Clock inverter,917,8600,0.0119
Antenna cell,644,1610,0.00223
Inverter,7,48.8,0.0000674
-- logic make-up (layout without fill, tap and decap cells) --
logic type / after synthesis / count (layout) / share of synthesized area
AND/OR/NAND/NOR: 2447 / 2447 / 0.0172
AND-OR/OR-AND: 3856 / 3856 / 0.0414
buffers and inverters: 1842 / 5055 / 0.0195
multiplexers: 5753 / 5753 / 0.145
other: 0 / 644 / 0
flip-flops: 16400 / 16400 / 0.777
-- worst max-delay path by stage --
stage / start / end
after CTS: raddr[8] / memory_0.internal[23]
after global routing: raddr[8] / memory_0.internal[23]
final: raddr[8] / memory_0.internal[23]
-- worst max-delay path: cells and delay by family --
| family | cells | cell delay [ns] |
|---|---|---|
| simple gates | 4 | 2.08 |
| mux | 1 | 0.18 |
| buf+inv | 12 | 6.68 |
| compound gates | 2 | 0.43 |
-- synth_stat cells (all sizes together) (47+ instances only) --
cell	instances
a211oi	128
a21oi	760
a22oi	138
a31oi	169
buf	1170
clkbuf	664
edfxtp	16400
mux2	48
mux2i	3002
mux4	2703
nand2	508
nand3	114
nand4	75
nor2	1059
nor3	390
nor4	110
o21a	47
o21ai	420
o221ai	958
o22ai	893
-- per-stage QoR --
stage	worst slack, ns	cells
after floorplan	36.47	30300
final	30.38	55300
after CTS	30.21	54600
after global placement	28.72	51700
after detailed placement	28.79	51700
after global routing	29.74	55100
-- layer usage --
layer	GRT usage	vias to the layer above
met5	0.0748	-
met4	0.127	317
met3	0.297	4062
met2	0.380	27000
met1	0.263	161000
li1	-	132000
No activity file was given, so power comes from the tool's default toggle rates.
